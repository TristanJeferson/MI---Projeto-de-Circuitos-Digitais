==> /design/flow/config.mk <==
export PLATFORM = sky130hd
export DESIGN_NAME = MaquinaEscolha
export DESIGN_NICKNAME = MaquinaEscolha
export VERILOG_FILES = /design/flow/design.v
export SDC_FILE = /design/flow/constraint.sdc
export NUM_CORES = 4
export LEC_CHECK = 1
export CORE_AREA = 10 10 70 70
export DIE_AREA = 0 0 80 80
==> /design/flow/design.v <==
module MaquinaEscolha(CLK, Timer, Confirma, Sel1, Sel2, SAIDA_DISPLAY, SAIDA);
	input CLK, Timer, Sel1, Sel2, Confirma;
	output reg [3:0] SAIDA_DISPLAY;
	output reg [1:0] SAIDA;
	reg [2:0] ESTADO;
	parameter ANALISE = 3'b000;
	parameter CAFE_EXP = 3'b001;
	parameter CAFE_LEITE= 3'b010;
	parameter CHA = 3'b011;
	parameter CAPPUCCINO = 3'b100;
	parameter ESCOLHEU = 3'b101;
	parameter NAO_ESCOLHEU = 3'b110;
	always @(posedge CLK) begin
		case(ESTADO)
			ANALISE: begin
				if(!Sel1 && !Sel2) ESTADO = CAFE_EXP;
				else if (!Sel1 && Sel2) ESTADO = CAFE_LEITE;
				else if (Sel1 && !Sel2) ESTADO = CHA;
				else if (Sel1 && Sel2) ESTADO = CAPPUCCINO;
				else if (Timer) ESTADO = NAO_ESCOLHEU;
				SAIDA = 2'b00;
			end
			CAFE_EXP: begin
				if (!Sel1 && Sel2) ESTADO = CAFE_LEITE;
				else if (Sel1 && !Sel2) ESTADO = CHA;
				else if (Confirma || Timer) ESTADO = ESCOLHEU;
				SAIDA_DISPLAY = 4'b0001;
				SAIDA = 2'b01;
			end
			CAFE_LEITE: begin
				if (!Sel1 && !Sel2)	ESTADO = CAFE_EXP;
				else if (Sel1 && Sel2) ESTADO = CAPPUCCINO;
				else if (Confirma || Timer) ESTADO = ESCOLHEU;
				SAIDA_DISPLAY = 4'b0010;
				SAIDA = 2'b01;
			end	
			CHA: begin
				if (!Sel1 && !Sel2)	ESTADO = CAFE_EXP;
				else if(Sel1 && Sel2) ESTADO = CAPPUCCINO;
				else if (Confirma || Timer) ESTADO = ESCOLHEU;
				SAIDA_DISPLAY = 4'b0011;
				SAIDA = 2'b01;
			end
			CAPPUCCINO: begin
				if (!Sel1 && Sel2) ESTADO = CAFE_LEITE;
				else if (Sel1 && !Sel2) ESTADO = CHA;
				else if (Confirma || Timer) ESTADO = ESCOLHEU;
				SAIDA_DISPLAY = 4'b0100;
				SAIDA = 2'b01;
			end
			ESCOLHEU: begin
				SAIDA = 2'b11;
			end
			NAO_ESCOLHEU: begin
				SAIDA = 2'b10;
			end
		endcase
	end
endmodule
==> /design/flow/constraint.sdc <==
current_design MaquinaEscolha

set clk_period 1.4
set clk_io_pct 0.2

create_clock -name clk0 -period $clk_period [get_ports {CLK}]

set non_clock_inputs [all_inputs -no_clocks]
set_input_delay [expr $clk_period * $clk_io_pct] -clock clk0 $non_clock_inputs
set_output_delay [expr $clk_period * $clk_io_pct] -clock clk0 [all_outputs]
==> /design/flow/run.sh <==
#!/bin/bash
# OpenROAD 26Q1-2900-gdf79404cd8, Yosys 0.63+post, stock flow scripts
make -C /OpenROAD-flow-scripts/flow DESIGN_CONFIG=/design/flow/config.mk WORK_HOME=/design/flow/orfs finish
==> results_slide.txt <==
Key Metrics from the Run

Run status
  – Status: finished, final reports clean

Floorplanning
  – CORE AREA: 3420 um2
  – FP Util: 13.0%
  – Die area: 6400 um2
  – # IOs: 11
  – Core Rows: 21
  – Die height: about 80 um
  – Die W: 80 um

Global routing
  – Initial antenna violation count: 0
  – Largest net degree at the start of global routing: 8
  – GRT Overall Usage: around 2.4%
  – Grt total ovfl: 0
  – Vias in the first global route: approximately 320
  – First-pass GRT wire length: between 1000 and 1500 um

Logic synthesis
  – Cell Type Count: 20
  – Mean post-synth cell area: approximately 11 um2
  – Dominant cell area share: 27.0%
  – Top cells by area: dfxtp_1, edfxtp_1, ha_1, a2111oi_4, nor3_1
  – Yosys cell count: between 40 and 50
  – Post-synth regs: 9
  – YS warnings: 1
  – Largest area contributor in the netlist: dfxtp_1
  – Seq share, synth: a little under half
  – Mapped Area: around 450 um2
  – Post-synthesis cell count: around 42
  – Yosys chip area: around 450 um2

Final layout
  – Fin cells: around 98
  – Register Area: about 210 um2
  – Final Core Density: a little under a fifth
  – Fill cell count: 389
  – MI comb area: ~230 um2
  – Area growth syn-to-layout: 40.2%
  – Share of cells above drive strength 1: between 20% and 30%

Run
  – Max-cap violation count: 0
  – Tally of OpenROAD warnings: 28

Clock network
  – CTS tree: yes
  – Htree depth: 1
  – Max Buffers Root-to-Sink: 2
  – CTS Sinks: 9
  – Clk latency of the worst-skew pair: 0.26 ns
  – Resized cells post-CTS: 1
  – Worst-path clk slew: 0.07 ns
  – Clock Root Buffer: clkbuf_4
  – CTS Buf Count: 3
  – Cts hold-fix bufs: 0
  – Setup bufs post-CTS: 0

Place
  – IO buf count: 8
  – HPWL Detailed: around 620 um
  – GP Congestion: ~0.80
  – Placed cells: 94

Worst setup path
  – Worst setup SP type: primary input
  – CP max FO: 4
  – CP cell instances: clkdlybuf4s50_1 > inv_1 > ha_2 > nor4_2 > nand3_1 > nand2_1
  – Worst path depth: 6
  – CP endpoint kind: flip-flop
  – R2R cell count: 2
  – CP max stage delay: around 0.48 ns
  – Critical path's top delay family: buffers and inverters
  – Slowest CP cell: clkdlybuf4s50_1
  – WP buf/inv: 2
  – Setup CP Type: primary input to flip-flop
  – WP data arrival: approximately 1.6 ns
  – Crit path DRT: approximately 1.6 ns

Worst hold path
  – Worst Hold Class: flip-flop to flip-flop
  – WHS Path Cells: 0

Pwr
  – Power Density: 810 nW/um2
  – Pleak: between 0.2 and 0.3 nW
  – Max VDD drop: approximately 210 uV

Timing
  – Final hold vios: 0
  – Tcrit/Tclk final: 97.9%
  – Final Setup Violations: 0
  – Clock Skews: between 0.007 and 0.008 ns
  – Slew Viols, Final: 0
  – F_max: 0.730 GHz
  – Shortest period the worst path allows: roughly 1.4 ns

Detailed routing
  – DRC: 0
  – WL per Instance: approximately 8.5 um
  – Vias per std cell: about 3.3
  – Ant. Diodes: 0
  – First DRT Iteration DRCs: 8
  – Antenna-violating nets left: 0
  – Total wire length: 834 um
  – TritonRoute pass-1 iters: 4
  – Vias: 320
-- placed cells by master, fill, tap and decap left out, types with 2 or more instances in the layout --
cell             netlist  final
ha_1                   4      2
dfxtp_1                6      6
inv_1                  3      3
edfxtp_1               3      3
nand3_1                2      2
nor3_1                 3      3
conb_1                 2      2
clkdlybuf4s50_1        0      7
clkbuf_4               0      3
o21ai_0                2      2
nand2_1                4      4
-- synth_stat cells (all sizes together) --
master	instances
a2111oi	1
a32o	1
buf	2
conb	2
dfxtp	6
dlygate4sd3	1
edfxtp	3
ha	4
inv	3
nand2	4
nand3	2
nand4b	1
nor2	2
nor3	3
nor3b	1
nor4	1
o21ai	2
o21bai	1
or2	1
or3	1
-- worst paths after layout --
check,slack [ns],from,to
worst max-delay path,0.03,Sel1,ESTADO[0]$_DFF_P_
worst min-delay path,0.42,ESTADO[4]$_DFF_P_,SAIDA[1]$_DFF_P_
worst max register to register,0.07,ESTADO[0]$_DFF_P_,SAIDA_DISPLAY[2]$_DFFE_PP_
worst min register to register,0.42,ESTADO[4]$_DFF_P_,SAIDA[1]$_DFF_P_
-- power by group --
part           switching (mW)  leakage [nW]  internal [mW]
clock network          0.0907        0.0177          0.105
logic                  0.0196         0.160         0.0227
registers                   0        0.0739          0.268
total                   0.110         0.251          0.396
-- through the flow --
stage,setup TNS (ns),hold slack (ns),total power [mW],worst slack (ns),area [um2]
CTS,0,0.420,0.510,0.0313,599
floorplan,0,0.392,0.292,0.121,445
global placement,-1.16,0.407,0.308,-0.246,566
global route,-0.0493,0.431,0.535,-0.0331,624
finish,0,0.418,0.506,0.0297,624
detailed placement,-1.19,0.408,0.308,-0.277,566
-- cell type report --
| cell class | instances | share of cell area, % |
|---|---|---|
| Clock inverter | 1 | 0.802 |
| Multi-Input combinational cell | 27 | 36.5 |
| Timing Repair Buffer | 9 | 14.4 |
| Inverter | 3 | 1.80 |
| Clock buffer | 3 | 3.61 |
| Sequential cell | 9 | 33.7 |
| Tap cell | 46 | 9.22 |
-- worst register-to-register path, cell delays in order, from the launching register on --
cell	delay (ns)
dfxtp_1	0.33
or2_4	0.28
or3_2	0.46
-- flip-flops by register name, indices dropped and copies added (netlist names) --
signal and cells:
ESTADO 5, SAIDA_DISPLAY 3, SAIDA 1
-- kinds of logic after synthesis --
kind of cell	share of synthesized area [%]
buf+inv	8.14
simple gates	19.4
fa+ha+maj	11.2
compound gates	12.4
other cells	1.69
flops	47.2
-- routing by layer --
layer | vias to the layer above | share of wire, % | GRT usage (%)
met5 | - | 0 | 0
li1 | 162 | - | -
met1 | 143 | 56 | 3.79
met3 | 2 | 5.2 | 0.568
met2 | 13 | 34 | 2.65
met4 | 0 | 4.6 | 1.41
Power figures rest on the tool's default switching activity, not on a simulated workload.
