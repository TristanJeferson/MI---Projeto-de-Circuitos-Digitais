## ./design.v

```verilog
module DivisorFrequencia (
  input clk,
  output reg clk_dividido760hz,
  output reg clk_dividido8s,
  output reg clk_dividido2s
);
	reg [15:0] contador760hz = 0;
	reg [1:0] contador8s = 0;
	reg [10:0] contador2s = 0;
	always @(posedge clk) begin
	  if (contador760hz == 65000) begin
		 contador760hz <= 0;
		 clk_dividido760hz <= ~clk_dividido760hz;
	  end else begin
		 contador760hz <= contador760hz + 1;
	  end
	end
	always @(posedge clk_dividido760hz) begin
		if (contador2s == 1520) begin
		 contador2s <= 0;
		 clk_dividido2s<= ~clk_dividido2s;
	  end else begin
		 contador2s <= contador2s + 1;
	  end
	end
	always @(posedge clk_dividido2s) begin
		if (contador8s == 1520) begin
		 contador8s <= 0;
		 clk_dividido8s<= ~clk_dividido8s;
	  end else begin
		 contador8s <= contador8s + 1;
	  end
	end
endmodule
```

## ./run.sh

```bash
#!/bin/bash
# OpenROAD 26Q1-2900-gdf79404cd8, Yosys 0.63+post, stock flow scripts
make -C /OpenROAD-flow-scripts/flow DESIGN_CONFIG=/design/flow/config.mk WORK_HOME=/design/flow/orfs finish
```

## ./config.mk

```make
export PLATFORM = sky130hd
export DESIGN_NAME = DivisorFrequencia
export DESIGN_NICKNAME = DivisorFrequencia
export VERILOG_FILES = /design/flow/design.v
export SDC_FILE = /design/flow/constraint.sdc
export NUM_CORES = 4
export LEC_CHECK = 1
export CORE_AREA = 10 10 90 90
export DIE_AREA = 0 0 100 100
```

## ./constraint.sdc

```tcl
current_design DivisorFrequencia

set clk_period 4.2
set clk_io_pct 0.2

create_clock -name clk0 -period $clk_period [get_ports {clk}]

set non_clock_inputs [all_inputs -no_clocks]
set_input_delay [expr $clk_period * $clk_io_pct] -clock clk0 $non_clock_inputs
set_output_delay [expr $clk_period * $clk_io_pct] -clock clk0 [all_outputs]
```

==> flow_summary.toml <==
# implementation run metrics
[power_and_ir_drop]
swShare_pct = 19.5
internal-power_mw = 0.228
netSwitchingPower_mw = 0.0553
p_leak_nw = 0.480
peakVddDrop_uv = 109
power_density_nw_per_um2 = 193
clkPwrFrac_pct = 42.7
power_mw = 0.283
seqPwrFrac_pct = 57.3
combinationalPowerShare_pct = 0

[sta]
worstMarginPinSlew_ns = 0.754
drv_slew = 0
whs_ns = 0.500
post-route-period-util_pct = 52.5
hold_viol = 0
fin_crit_ns = 2.20
finalSetupViolations = 0
fmax_mhz = 454
unclocked_pins = 12
fin_tns_setup_ns = 0
slew-limit-headroom_pct = 49.4
untimed_endpoints = 14
finalClockSkew_ns = 0.00122
rsz0062_at_grt = "false"

[synthesis]
flop_cell = "dfxtp_1"
synth-seq-area-share_pct = 45.2
yosys_cells = 139
yosys_area_sq_um = 1330
synthAdderAreaFrac_pct = 3.76
ys_sh_aoi_pct = 2.16
numSynthFlops = 29
synth_cell_types = 29
logic_family = "simple AND/OR/NAND/NOR gates"
async_reset_ff_share_pct = 0
syn-cell-area_sq_um = 1330
yosysWarnings = 1
synth_cells = 139
yosysTopAreaCell = "dfxtp_1"
topCellsByArea = "dfxtp_1, xnor2_1, nor2_1, nand3_1, edfxtp_1"
simple_gate_area_share_pct = 30.0
synthXorXnorAreaFrac_pct = 13.8
top_cell = "dfxtp_1"
syn_area_per_cell_sq_um = 9.57
synth_top_area_share_pct = 40.6
common_cells = "dfxtp_1, nor2_1, xnor2_1"
edf_count = 2
mux_area_share_pct = 0.847

[die]
num_io_pins = 4
die_h_um = 100
die-area_sq_um = 10000
rows = 29
fp.dieW_um = 100
fp_util_pct = 21.2
core_sq_um = 6280

[critical_path]
critPathTopFamily = "flip-flops"
cp.arrival_ns = 1.36
cp-end-kind = "output pin"
worstPathRequired_ns = 3.36
slowest_delay_ns = 0.58
path_cells = "clkdlybuf4s50_1"
slowest_stage = "edfxtp_1"
startpoint_type = "flop"
path_class = "reg2out"
r2r_slack_ns = 2.28
cp_num_buf_inv = 1
path_max_fanout = 14

[placed_design]
port_buffers = 2
placed_area_sq_um = 1420
place.gp.congestion = 0.787
place_hpwl_um = 1380
place_inst = 215

[grt]
grt_pass1_wl_um = 3660
grt_use_total_pct = 4.10
grt_pass1_vias = 863
overflow = 0
grt_max_degree = 16
antenna_found_initial = 0

[status]
status = "completed"

[drt]
ant_nets = 0
dr.pass1.iters = 4
vias_per_cell = 3.98
num_antenna_cells = 0
drt_iter0_drc = 33
vias = 871
wl_um = 1950
post_drt_wl_per_cell_um = 8.92
route.detailed.drc = 0

[finish]
design_area_sq_um = 1470
drive_above_1_share_pct = 6.34
area_growth_syn_to_layout_pct = 10.5
fillers = 664
final-instance-count-excl-fill = 219

[clock_tree]
cts-hold-fix-buffers = 0
cts_resized = 0
cts_made_buffers = 3
cts_tree = "built"
clk_path_buf_depth = 2
worst_skew_pair.late_latency_ns = 0.25
h-tree-depth = 1
cts_root_buffer = "clkbuf_8"
clkTransAtPathRegs_ns = 0.07
post_cts_buffers = 0

[job]
openroad.warnings = 27
max_cap_violations = 0

[hold_path]
hold_class = "reg2reg"
[layout by cell type, fill, tap and decap left out, types with 3 or more instances in the layout]
cell type  Yosys  routed
nor3_1         4       4
inv_1          8       8
nor2_1        26      26
clkbuf_8       0       3
nand4_1        3       3
dfxtp_1       27      27
nand3_1       13      13
xnor2_1       16      16
nand2_1        6       6
nor4_1         5       5
ha_1           4       4
nor2b_1        3       3
xor2_1         5       5
[kinds of logic after synthesis]
family                     count (synthesis)
muxes                                      1
other                                      1
buffers and inverters                     11
adders and majority gates                  4
AOI/OAI and AO/OA                          4
DFF                                       29
xor gates and xnor gates                  21
and+or+nand+nor                           68
[layout make-up]
class                           instances  area [sq um]  share of cell area (%)
Sequential cell                        29           601                    40.9
Timing Repair Buffer                    2          20.0                    1.36
Multi-Input combinational cell         99           677                    46.0
Tap cell                               77          96.3                    6.55
Clock buffer                            3          41.3                    2.81
Clock inverter                          1          5.00                   0.340
Inverter                                8          30.0                    2.04
[power by group through the flow]
stage | registers (mW) | logic [mW] | clock network, mW
5_1_grt | 0.162 | 0.0000701 | 0.132
4_1_cts | 0.162 | 0.0000860 | 0.122
6_report | 0.162 | 0.0000516 | 0.121
[layer usage]
layer / global-route usage (%) / share of wire [%] / routed length, um / vias up
li1: - / - / - / 471
met5: 0 / 0 / 0 / -
met4: 0.652 / 0.67 / 13 / 0
met1: 5.72 / 54 / 1050 / 395
met3: 0.763 / 2.2 / 43 / 2
met2: 6.62 / 43 / 846 / 3
[metrics by stage]
stage,worst slack (ns),utilization (%)
2_1_floorplan,2.63,-
3_3_place_gp,2.25,22.7
3_5_place_dp,2.25,22.7
4_1_cts,1.96,23.4
5_1_grt,1.91,23.4
6_report,2.00,23.4
[sequential cells by signal, summed over array words and instances, names as in the netlist]
name               count
contador2s            11
clk_dividido760hz      1
clk_dividido2s         1
contador760hz         16
[path summary, 6_finish.rpt]
check	cells after the start	from	to
max reg2reg	5	contador760hz[0]	clk_dividido760hz
min reg2reg	1	contador760hz[0]	contador760hz[0]
max	1	clk_dividido760hz	clk_dividido760hz
min	1	contador760hz[0]	contador760hz[0]
