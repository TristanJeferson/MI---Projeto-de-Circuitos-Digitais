### design.v
module MaquinaPagamento(CLK, TIMER, PRODUTO, CEDULA, SAIDA_DISPLAY, SAIDA);
	input CLK, TIMER;
	input [1:0] PRODUTO, CEDULA;
	output reg [1:0] SAIDA;
	output reg [3:0] SAIDA_DISPLAY;
	reg [2:0] ESTADO;
	parameter AGUARDANDO = 3'b000 ;
	parameter RECEBEU2 = 3'b001 ;
	parameter RECEBEU4= 3'b010 ;
	parameter RECEBEU6 = 3'b011 ;
	parameter RECEBEU8 = 3'b100 ;
	parameter RECEBEU5 = 3'b101;
	parameter INCORRETO = 3'b110;
	parameter PAGO = 3'b111;
	always @ ( posedge CLK )
		case (ESTADO)
			AGUARDANDO: begin
				if(!TIMER && !CEDULA[1] && CEDULA[0] && PRODUTO[0]) ESTADO = RECEBEU2;
				else if(!TIMER && CEDULA[1] && !CEDULA[0] && PRODUTO[1] && PRODUTO[0]) ESTADO = RECEBEU5;
				else if ((!TIMER && CEDULA[1] && !PRODUTO[1] && !PRODUTO[0]) || (!TIMER && !CEDULA[1] && !CEDULA[0]) || TIMER) ESTADO = INCORRETO;
				else if(!TIMER && !CEDULA[1] && CEDULA[0] && !PRODUTO[1] && !PRODUTO[0]) ESTADO = PAGO;
				SAIDA_DISPLAY = 1'b1000;
				SAIDA = 2'b00;
			end
			RECEBEU2: begin
				if(!TIMER && !CEDULA[1] && CEDULA[0] && PRODUTO[1] && PRODUTO[0]) ESTADO = RECEBEU4;
				else if(CEDULA[1] && PRODUTO[0]) ESTADO = INCORRETO;
				else if(!TIMER && !CEDULA[1] && CEDULA[0] && PRODUTO[1] && PRODUTO[0]) ESTADO = PAGO;
				SAIDA_DISPLAY = 1'b1001;
				SAIDA = 2'b01;
			end
			RECEBEU4: begin
				if(!TIMER && !CEDULA[1] && CEDULA[0] && PRODUTO[1] && PRODUTO[0]) ESTADO = RECEBEU6;
				else ESTADO = INCORRETO;
				SAIDA_DISPLAY = 1'b1010;
				SAIDA = 2'b01;
			end	
			RECEBEU6: begin
				if(!TIMER && !CEDULA[1] && CEDULA[0] && PRODUTO[1] && PRODUTO[0]) ESTADO = RECEBEU8;
				else ESTADO = INCORRETO;
				SAIDA_DISPLAY = 1'b1100;
				SAIDA = 2'b01;
			end
			RECEBEU8: begin
				if(!TIMER && !CEDULA[1] && CEDULA[0] && PRODUTO[1] && PRODUTO[0]) ESTADO = PAGO;
				else ESTADO = INCORRETO;
				SAIDA_DISPLAY = 1'b1101;
				SAIDA = 2'b01;
			end
			RECEBEU5: begin
				if(TIMER ||((!TIMER && !CEDULA[1] && !CEDULA[0])||(!TIMER && !CEDULA[1] && CEDULA[0])||
				(!TIMER && CEDULA[1] && CEDULA[0])) && PRODUTO[1] && PRODUTO[0]) ESTADO = INCORRETO;
				else if (!TIMER && CEDULA[1] && !CEDULA[0] && PRODUTO[1] && PRODUTO[0]) ESTADO = PAGO;
				SAIDA_DISPLAY = 1'b1011;
				SAIDA = 2'b01;
			end
			INCORRETO: begin
				SAIDA = 2'b10;
			end
			PAGO: begin
				SAIDA = 2'b11;
			end
		endcase
endmodule
### run.sh
#!/bin/bash
# OpenROAD 26Q1-2900-gdf79404cd8, Yosys 0.63+post, stock flow scripts
make -C /OpenROAD-flow-scripts/flow DESIGN_CONFIG=/design/flow/config.mk WORK_HOME=/design/flow/orfs finish
### config.mk
export PLATFORM = sky130hd
export DESIGN_NAME = MaquinaPagamento
export DESIGN_NICKNAME = MaquinaPagamento
export VERILOG_FILES = /design/flow/design.v
export SDC_FILE = /design/flow/constraint.sdc
export NUM_CORES = 4
export LEC_CHECK = 1
export CORE_AREA = 10 10 71 71
export DIE_AREA = 0 0 81 81
### constraint.sdc
current_design MaquinaPagamento

set clk_period 4.1
set clk_io_pct 0.2

create_clock -name clk0 -period $clk_period [get_ports {CLK}]

set non_clock_inputs [all_inputs -no_clocks]
set_input_delay [expr $clk_period * $clk_io_pct] -clock clk0 $non_clock_inputs
set_output_delay [expr $clk_period * $clk_io_pct] -clock clk0 [all_outputs]
==> metrics.yaml <==
setup_path:
  endpoint: "ESTADO[1]"
  required_ns: 4.02
  rrSetupSlack_ns: 2.55
  worstSetupEndpointType: "flop"
  rr_worst_depth: 3
  rr_startpoint: "ESTADO[1]"
  crit_start: "PRODUTO[0]"
  cpLargestDelayFamily: "buffers and inverters"
  crit_cells: 4
  worstPathCellList: "clkdlybuf4s50_1, mux2_2, o211ai_1, o221a_1"
  reg2reg_to: "ESTADO[1]"
  slowest_delay_ns: 0.57
  cp.arrival_ns: 2.11
  start_kind: "input port"
  cp_slowest_cell: "clkdlybuf4s50_1"
  worst-path-buf-inv: 1
  path_class: "input port to flop"
  critPathMaxFanout: 6
clock_network:
  cts-buffers-inserted: 3
  clk_latency_ns: 0.22
  cts_resized: 0
  postCtsSetupRepairBufs: 0
  cts.root.buffer_cell: "clkbuf_8"
  tritoncts: "done"
  cts.sinks: 6
  htree_levels: 1
  clk_pin_slew_ns: 0.04
  postCtsHoldBufs: 0
  clk_path_buf_depth: 2
sta:
  fin_setup_tns_ns: 0
  rsz0062_at_grt: "false"
  fmax_ghz: 0.456
  drv_slew: 0
  finalClockPeriodUsage: 0.535
  finalWorstPathRequiredPeriod_ns: 2.19
  hold_viol: 0
  finClkSkew_ns: 0.000839
  final-setup-viol-count: 0
global_routing:
  grt_max_degree: 11
  grt_pass1_vias: 364
  grt_busiest_layer: "met1"
  antenna_found_initial: 0
  use_met2: 0.0326
  grt_pass1_wl_mm: 1.59
  grt_use_total: 0.0287
  gr-total-overflow: 0
  grtUsageMet3: 0.0111
  grt_use_met1: 0.0449
die:
  fp.dieH_microns: 81
  fp.dieW_microns: 81
  coreArea_sq_um: 3630
  die_area_sq_um: 6560
  io_pins: 12
  rows: 22
  initial_core_util: 0.125
status:
  status: "complete, no violations"
drt:
  ant_nets: 0
  wl_microns: 912
  diodes: 0
  first_pass_iters: 4
  route.vias.total: 373
  vias_per_cell: 3.59
  drtIter0Drc: 23
  drc_errors: 0
  post_drt_wl_per_cell_microns: 8.77
yosys:
  ys_ff: 6
  ys_cells: 47
  syn_area_per_cell_sq_um: 9.66
  synth_area_sq_um: 454
  synth-main-ff-cell: "edfxtp_1"
  edf_count: 4
  syn_inst: 47
  yosysChipArea_sq_um: 454
  ys_async_sr_fraction: 0
  synth_seq_share: 0.353
  ys_types: 30
  yosysWarnings: 7
pwr:
  p_total_mw: 0.179
  power_density_nw_per_um2: 294
  leakage_nw: 0.196
  ir_drop_v: 0.0000785
cells_and_area:
  final_cell_mix: "8 x clkdlybuf4s50_1, 5 x nor2_1, 4 x edfxtp_1, 3 x conb_1, 3 x clkbuf_8"
  drive_above_1_share: 0.161
  area_delta_synth_final_pct: 34.2
  fin_cells: 104
  flop_area_sq_um: 160
  layout_top_cell: "clkdlybuf4s50_1"
  fillCellCount: 412
  logic_area_sq_um: 253
min_path:
  hold_class: "flop to flop"
placement:
  numPlacedInstances: 100
  gp_congestion: 0.859
  hpwl_microns: 710
  numPortBuffers: 8
run:
  warnings: 25
  maxCapViolCount: 0
-- worst reg2reg max path, cell delays in order (launching register included) --
cell	delay, ns
edfxtp_1	0.52
or3_1	0.43
a221oi_1	0.26
a41oi_1	0.07
-- power breakdown --
part | switching, mW | leakage (nW) | total (mW) | internal (mW)
clock network | 0.0250 | 0.0228 | 0.0918 | 0.0668
logic | 0.00910 | 0.122 | 0.0202 | 0.0111
registers | 0.00127 | 0.0506 | 0.0671 | 0.0659
total | 0.0353 | 0.196 | 0.179 | 0.144
-- cell families (layout without fill, tap and decap cells) --
group,Yosys count,after routing,share of synthesized area
flip-flops,6,6,0.353
multiplexers,1,1,0.0248
adder cells (fa/ha/maj),1,1,0.0248
buffers and inverters,8,15,0.107
other,1,3,0.00826
AND/OR/NAND/NOR,17,17,0.223
AND-OR/OR-AND,13,13,0.259
-- through the flow --
stage	area (sq um)	hold slack [ns]	setup slack, ns	utilization
final	609	0.677	1.91	0.168
after global routing	609	0.729	1.83	0.168
after floorplan	462	0.585	2.33	-
after global placement	564	0.664	1.71	0.155
after detailed placement	564	0.665	1.68	0.155
after CTS	609	0.679	1.92	0.168
-- per-layer routing --
metal,wire length [microns],vias to the layer above
met5,0,-
met4,31,0
met3,109,2
met2,307,20
met1,462,159
li1,-,192
-- cell usage after synthesis (2+ instances only) --
master	instances	area (sq um)
nor3_1	2	10.0
dfxtp_1	2	40.0
buf_4	5	37.5
nand2_1	2	7.51
inv_1	2	7.51
nor2_1	5	18.8
o211ai_1	2	15.0
nor2b_1	2	12.5
edfxtp_1	4	120
-- area by class of cell --
class | count | share of cell area
tap | 48 | 0.0986
inverter | 3 | 0.0185
clock buffer | 4 | 0.0739
timing repair buffer | 8 | 0.131
multi-input combinational | 35 | 0.415
sequential | 6 | 0.263
-- registers in the layout, indices dropped and copies added (netlist names) --
name,cells
SAIDA,2
ESTADO,3
SAIDA_DISPLAY,1
-- worst min-delay path by stage --
stage / startpoint / end / slack [ns] / cells after the start
finish: ESTADO[0] / SAIDA[0] / 0.68 / 1
global route: ESTADO[0] / SAIDA[0] / 0.73 / 1
CTS: ESTADO[0] / SAIDA[0] / 0.68 / 1
Power and IR drop assume default switching activity.
